`design/flow/constraint.sdc`:
```
current_design alu_r

set clk_period 16.2
set clk_io_pct 0.2

create_clock -name clk0 -period $clk_period

set non_clock_inputs [all_inputs -no_clocks]
set_input_delay [expr $clk_period * $clk_io_pct] -clock clk0 $non_clock_inputs
set_output_delay [expr $clk_period * $clk_io_pct] -clock clk0 [all_outputs]
```
`design/flow/run.sh`:
```
#!/bin/bash
# OpenROAD 26Q1-2900-gdf79404cd8, Yosys 0.63+post, stock flow scripts
make -C /OpenROAD-flow-scripts/flow DESIGN_CONFIG=/design/flow/config.mk WORK_HOME=/design/flow/orfs finish
```
`design/flow/config.mk`:
```
export PLATFORM = sky130hd
export DESIGN_NAME = alu_r
export DESIGN_NICKNAME = alu_r
export VERILOG_FILES = /design/flow/design.v
export SDC_FILE = /design/flow/constraint.sdc
export NUM_CORES = 4
export LEC_CHECK = 1
export CORE_UTILIZATION = 30
```
`design/flow/design.v`:
```
`timescale 1ns / 1ps
module alu_r(
input [31:0] A,
input [31:0] B,
input [3:0] alu_ctrl,
output reg [31:0] result,
output wire zero
);
parameter ADD = 4'b0000,SUB = 4'b0001,AND = 4'b0010,OR = 4'b0100,SLL = 4'b1000,SRL = 4'b0011;
always @(*)
begin
    case(alu_ctrl)        
        ADD:
            result <= A + B;
        SUB:
            result <= A - B;
        AND:
            result <= A & B;
        OR:
            result <= A | B;
        SLL:
            result <= A << B;
        SRL:
            result <= A >> B;
        default:
            result <= 32'bz;
    endcase
end
assign zero = (result == 0)? 1 : 0;
endmodule
```
==> changes_impl.md <==
### Implementation results

- Synth top cell by count: nand2_1
- Register area share after synthesis: 0%
- Dpl hpwl: 28000 µm
- Fa+ha+maj area frac: approximately 6.3%
- Top cells by count, synth: nand2_1 (111), a21oi_1 (98), nor2_1 (84)
- Largest net degree at the start of global routing: just under 60
- Vias/cell: approximately 6.5
- Combinational share of power: ~100%
- CP Class: primary input to output port
- Pwr dens: between 40 and 50 nW/µm²
- Slew of the pin with the lowest slew margin: roughly 1.1 ns
- Antenna viol nets, final: 0
- I/O pin cnt: 101
- PostCTS Resize Cnt: 0
- Port bufs: 101
- Sw frac: 56.3%
- YS chip area: 7080 µm²
- CP cell instances: buf_2, buf_4, or3_1, nor4_1, nand3_1, o21ai_0, xor2_1, ha_1, a21oi_1, o21ai_0, a211oi_1, a31oi_1, xnor2_1, o211ai_1, or4_1, or3_1, nor4_2, nand3b_1, nor4_2, clkdlybuf4s50_1
- Power share of the sequential group: 0%
- Crit-path max FO: 57
- Simple Share, Synth: 24.9%
- LEAKAGE: 3.11 nW
- Synth top area cells: mux4_2 (9.9%), mux2i_1 (7.1%), a21oi_1 (6.9%)
- Per-cell routed wire length: around 26 µm
- Clock Power Share: 0%
- Worst path required time: 12.96 ns
- DP Cell Count: ~1400
- Crit share post-route: about four fifths
- Crit path launch: B[2]
- Layout area overhead: 17.3%
- Width of the chip: between 150 and 200 µm
- Fin crit period: approximately 13 ns
- RD Place Congestion: ~1.0
- Cell Type Count: approximately 80
- FFs & Latches: 0
- Internal power: 0.000153 W
- Vias post-DR: ~9000
- First-pass GRT wire length: approximately 53000 µm
- Site Rows: between 50 and 60
- Crit start category: primary input
- Post-CTS setup buffers: 0
- CP Depth: 20
- Min-delay worst type: primary input to output port
- Hold Buf Count CTS: 0
- Initial drt markers: roughly 1000
- Max-slew violation count: 0
- DIE HEIGHT: around 160 µm
- Dominant kind of combinational cell: AND-OR/OR-AND gates
- Bufs and invs on worst path: 3
- Worst min-delay path startpoint: B[31]
- Vias in the first global route: slightly above 8000
- Crit-path slowest cell: nor4_1
- Die area: 24200 µm²
- Non-Filler Instances: ~1400
- Core area: around 23000 µm²
- Remaining Overflow, GRT: 0
- CLK BUF: 0
- Hold Crit Endpoint: result[31]
- Initial Utilization: 30.9%
- NetSw: between 0.00015 and 0.0002 W
- VDD IR max: about 0.026 mV
- # fillers: 2432
- Cell total in the yosys stat output: around 1000
- Register area: 0 µm²
- Final Setup Violations: 0
- Initial antenna violation count: 1
- Unrepaired setup endpoints after global routing: no
- Share of cells above drive strength 1: 10.4%
- First-pass iteration count of the detailed router: 6
- Rel. slew slack: 28.1%
- DRC errors left: 0
- # diodes: 0
- CP delay by family, top: simple AND/OR/NAND/NOR gates
- GRT Util Overall: 30.0%
- Synth Warn #: 2
- Mux area share: about a quarter
- Area leader, netlist: mux4_2
- Crit end category: output port
- Slowest stage delay, CP: 0.85 ns
- WL final: approximately 36000 µm
- Fin. Hold Viols: 0
- Hold depth: 4
- Compound Share, Synth: between 30% and 40%
- Max Cap Viol: 0
- MI comb area: 6640 µm²
- Post-synthesis cell count: 1016
- Number of OpenROAD warnings: 34
- Max Clk Rate: roughly 77 MHz
- Worst EP arrival: 9.76 ns
- Result of the run: finished, final reports clean
- Mean Syn Cell Area: between 6 and 7 µm²
- Max-area cell share: under 10%
- Cell area after synthesis: between 7000 and 8000 µm²
- Yosys xor share: roughly 5.7%
- Setup TNS: 0 ns
[power by group through the flow]
| stage | Sequential (W) | Combinational (W) | Clock (W) |
|---|---|---|---|
| 6_report | 0 | 0.000350 | 0 |
| 5_1_grt | 0 | 0.000375 | 0 |
| 4_1_cts | 0 | 0.000342 | 0 |
[worst min-delay path: stages]
cell and delay [ns]:
clkdlybuf4s50_1 0.57, a222oi_1 0.14, o21ai_0 0.10, clkdlybuf4s50_1 0.46
[layout by cell type (no fill, tap or decap), types with 7 or more instances in the layout]
| cell type | instances |
|---|---|
| nor3_1 | 29 |
| a22oi_1 | 14 |
| o211ai_1 | 15 |
| or4_1 | 7 |
| ha_1 | 34 |
| nand3_1 | 25 |
| nor2_1 | 84 |
| or3_1 | 7 |
| a21oi_1 | 97 |
| a221oi_1 | 11 |
| nor4_1 | 12 |
| xor2_1 | 13 |
| mux4_2 | 31 |
| a211oi_1 | 17 |
| mux2i_1 | 50 |
| a21o_1 | 13 |
| o21ai_0 | 76 |
| buf_4 | 27 |
| and2_1 | 10 |
| a31oi_1 | 19 |
| o31ai_1 | 12 |
| clkdlybuf4s50_1 | 97 |
| nand2_1 | 111 |
| inv_1 | 23 |
| nand3b_1 | 7 |
| and3_1 | 11 |
| mux2_2 | 31 |
| o21a_1 | 10 |
| xnor2_1 | 33 |
| o22ai_1 | 9 |
| nor2b_1 | 8 |
[final cells by class]
class / instances / area share, %
Inverter: 24 / 1.08
Multi-Input combinational cell: 911 / 79.9
Tap cell: 313 / 4.71
Timing Repair Buffer: 127 / 14.3
[per-stage QoR]
| stage | power, W | setup slack [ns] | utilization (%) | hold WS (ns) | area [µm²] |
|---|---|---|---|---|---|
| after floorplan | 0.000198 | 4.90 | - | 6.58 | 7080 |
| after global placement | 0.000343 | 3.39 | 36.3 | 7.76 | 8310 |
| after detailed placement | 0.000340 | 3.39 | 36.3 | 7.74 | 8310 |
| after CTS | 0.000342 | 3.36 | 36.3 | 7.75 | 8310 |
| after global routing | 0.000375 | 2.91 | 36.3 | 7.81 | 8310 |
| final | 0.000350 | 3.20 | 36.3 | 7.76 | 8310 |
[worst max-delay path by stage]
stage,endpoint,slack [ns]
CTS,zero,3.36
finish,zero,3.20
global route,zero,2.91
[cell families (layout without fill, tap and decap cells)]
kind of cell | after synthesis | in the layout
multiplexers | 117 | 117
XOR/XNOR | 46 | 46
AND-OR/OR-AND | 358 | 358
adder cells (fa/ha/maj) | 35 | 35
AND/OR/NAND/NOR | 355 | 355
buffers and inverters | 105 | 151
[layer usage]
metal	track usage, %	vias to the layer above	wire [µm]
met2	44.9	528	15700
met3	6.39	89	3470
li1	-	4050	-
met1	42.0	4293	15300
met4	12.8	0	1800
met5	0	-	0
Power is estimated from default activity; no workload was simulated.
