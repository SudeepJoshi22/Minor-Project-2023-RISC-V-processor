--- ./run.sh ---
#!/bin/bash
# OpenROAD 26Q1-2900-gdf79404cd8, Yosys 0.63+post, stock flow scripts
make -C /OpenROAD-flow-scripts/flow DESIGN_CONFIG=/design/flow/config.mk WORK_HOME=/design/flow/orfs finish
--- ./config.mk ---
export PLATFORM = sky130hd
export DESIGN_NAME = IF
export DESIGN_NICKNAME = IF
export VERILOG_FILES = /design/flow/design.v
export SDC_FILE = /design/flow/constraint.sdc
export NUM_CORES = 4
export LEC_CHECK = 1
export CORE_AREA = 10 10 137 137
export DIE_AREA = 0 0 147 147
--- ./constraint.sdc ---
current_design IF

set clk_period 7.4
set clk_io_pct 0.2

create_clock -name clk0 -period $clk_period [get_ports {clk}]

set non_clock_inputs [all_inputs -no_clocks]
set_input_delay [expr $clk_period * $clk_io_pct] -clock clk0 $non_clock_inputs
set_output_delay [expr $clk_period * $clk_io_pct] -clock clk0 [all_outputs]
--- ./design.v ---
`timescale 1ns / 1ps
`default_nettype none
module IF(
input wire clk,
input wire rst,
input wire PC_src,
input wire jalr,
input wire [31:0]result_EX,
input wire [31:0]immOut_EX,
input wire [31:0] instr_read,
output wire cs_i_n,
output wire [31:0] i_addr,
output wire [31:0] instrCode,
output wire [31:0] PC_IF,
output wire [31:0] PC_4_IF
);
wire [31:0] PC_imm,PC_next;
reg [31:0] PC,addr;
wire [31:0] PC_4;
assign PC_IF = PC;
assign PC_4_IF = PC_4;
assign i_addr = rst? PC : 32'dz;
assign instrCode = instr_read;
assign cs_i_n = rst ? 1'b0 : 1'b1;
assign PC_imm = PC + (immOut_EX<<1);
assign PC_4 = PC + 32'd4;
assign PC_next = PC_src? ( jalr ? (result_EX & ~1) : PC_imm): PC_4;
always @(posedge clk)
begin
    if(!rst)
        PC <= 32'd0;
    else begin
        PC <= PC_next;
    end
end       
endmodule
==> job_summary.md <==
## Implementation flow summary

| Metric | Value |
|---|---|
| Status | `completed` |
| Pre-Repair DR Iteration Count | `5` |
| Starting Density | `27.2%` |
| Vias per Instance | `5.11` |
| CTS Buf Count | `5` |
| Clk_skew | `0.0103 ns` |
| Crit path kind | `input port to output pin` |
| Min-delay src | `PC[1]` |
| Register area share after synthesis | `14.4%` |
| Final core utilization | `36.0%` |
| # Cells Yosys | `580` |
| Max FFs per register | `31` |
| Core area | `15800 sq um` |
| Log Warnings | `27` |
| Min setup slack post-route | `2.82 ns` |
| Mapped Area | `4300 sq um` |
| Total wire length | `16.6 mm` |
| PortBufs | `159` |
| Worst vdd ir | `76.7 uV` |
| Worst-margin pin slew | `0.733 ns` |
| CP endpoint kind | `output pin` |
| Yosys cell types | `73` |
| Antenna Nets Post-Route | `0` |
| Worst endpoint data arrival time | `3.10 ns` |
| Die ar. | `21600 sq um` |
| Buffers inserted by post-CTS timing repair | `0` |
| Largest registers | `PC: 31 flops` |
| Reg clk slew, reported paths | `0.05 ns` |
| Endpoints failing setup | `0` |
| Cells on worst reg2reg path | `10` |
| Mean post-synth cell area | `7.42 sq um` |
| F_max | `0.218 GHz` |
| Max_slew headroom | `51.1%` |
| Hold Crit Class | `register to register` |
| FF-to-FF Start | `PC[1]` |
| Layout cell share with drive strength beyond 1 | `5.30%` |
| Post-place setup slack | `2.81 ns` |
| Endpoints failing hold | `0` |
| Worst Hold End | `PC[1]` |
| CTS tree | `built` |
| I/O Pins | `229` |
| Global-route wire length before repair | `25.9 mm` |
| Slew Limit Fails | `0` |
| Clk sink count | `31` |
| Drt wl/cell | `18.9 microns` |
| RSZ-0062 raised after global routing | `false` |
| Initial antenna violation count | `0` |
| Top-count cell post-synth | `buf_4` |
| Setup TNS | `0 ns` |
| Max-cap viol count | `0` |
| Gr usage total | `14.9%` |
| Top post-synthesis cells by count | `buf_4 (69), nand2_1 (58), a21oi_1 (42)` |
| Area Growth Syn to Fin | `32.4%` |
| HPWL after detailed placement | `13.0 mm` |
| Async SR Flop Fraction | `0%` |
| Leakage | `2.20 nW` |
| # diodes | `0` |
| Hold_buf cts | `0` |
| Warnings, synthesis | `2` |
| H-tree depth | `2` |
| Hold path cells | `2` |
| Clock latency (worst-skew pair) | `0.28 ns` |
| Worst EP required | `5.92 ns` |
| Worst reg2reg setup slack | `4.57 ns` |
| Post-synth EDFFs | `0` |
| Largest net degree at the start of global routing | `45` |
| Congestion Overflow GR | `0` |
| Initial DRC Count | `254` |
| Fin crit share | `61.9%` |
| Die Wd | `147 microns` |
| Root buffer cell | `clkbuf_16` |
| Vias in the first global route | `4582` |
| DRC | `0` |
| P per Cell Area | `145 nW/um^2` |
| Setup crit start kind | `input port` |
| Yosys Chip Area | `4300 sq um` |
| Post-CTS Resized | `0` |
| Cell row count | `46` |
| Final Critical Period | `4.58 ns` |
| Overall via count from detail_route | `4475` |
| Clock buffer depth | `2` |
| Post-synth top flop | `dfxtp_1` |
| Placed cell area | `5540 sq um` |
| Reg2reg end | `PC[31]` |
| Yosys top cell by area | `dfxtp_1` |
| Biggest register | `PC` |
| # fillers | `1673` |
| Routability Congestion | `0.918` |
| Ys flops | `31` |
| CP Max Fanout | `28` |
| Post-synth area hogs | `dfxtp_1 (14%), buf_4 (12%), ha_1 (9.0%)` |
| Die height | `147 microns` |
| Mapped Cells | `580` |
| Max-area cell share | `14.4%` |
| Finished layout cell area | `5700 sq um` |
## per-layer routing
metal / global-route usage [%] / vias to the layer above / wire length (microns)
li1: - / 2230 / -
met1: 20.5 / 2068 / 7610
met2: 23.3 / 161 / 7450
met3: 4.80 / 16 / 1340
met4: 1.49 / 0 / 156
met5: 0 / - / 0
## logic make-up after synthesis
logic type                 count (synthesis)  share of synthesized area [%]
xor gates and xnor gates                  37                           7.88
other                                      1                         0.0872
DFF                                       31                           14.4
buffers and inverters                    110                           17.0
muxes                                      4                          0.989
AOI/OAI and AO/OA                        169                           26.4
adders and majority gates                 32                           9.48
and+or+nand+nor                          196                           23.7
## through the flow
| step | total power (W) | hold WS (ns) | instances |
|---|---|---|---|
| 2_1_floorplan | 0.000439 | 0.507 | 582 |
| 3_3_place_gp | 0.000605 | 0.543 | 868 |
| 3_5_place_dp | 0.000603 | 0.549 | 868 |
| 4_1_cts | 0.000835 | 0.561 | 876 |
| 5_1_grt | 0.000885 | 0.643 | 876 |
| 6_report | 0.000825 | 0.557 | 876 |
## where the power goes
group	total [W]	internal (W)	switching, W	leakage (nW)
clock network	0.000225	0.000143	0.0000818	0.0772
logic	0.000383	0.000205	0.000178	1.86
registers	0.000217	0.000183	0.0000331	0.257
## critical path: stages
cell	delay [ns]
clkdlybuf4s50_1	0.39
buf_4	0.25
inv_1	0.40
clkdlybuf4s50_1	0.56
## cell usage in the layout, fill, tap and decap left out, types with 4 or more instances in the layout
master and count:
a211oi_1 8, nor2_1 32, o21a_1 8, o211ai_1 6, inv_1 15, nand3_1 32, o221ai_1 6, a21o_1 9
o21bai_1 5, xor2_1 9, a31oi_1 9, o21ai_0 31, o31ai_1 4, nand2b_1 4, and3_1 9, xnor2_1 26
buf_4 5, ha_1 31, nand4_1 16, clkbuf_16 5, nor3_1 13, a21boi_0 4, nor2b_1 5, dfxtp_1 31
nand2_1 58, or3_1 5, a21oi_1 42, clkdlybuf4s50_1 159
## final cells by class
| type | instances | area (sq um) | area share [%] |
|---|---|---|---|
| Tap cell | 216 | 270 | 4.75 |
| Multi-Input combinational cell | 441 | 2960 | 52.0 |
| Timing Repair Buffer | 164 | 1630 | 28.6 |
| Sequential cell | 31 | 621 | 10.9 |
| Inverter | 16 | 60.1 | 1.05 |
| Clock buffer | 8 | 156 | 2.75 |
## how the worst max path moves through the flow
| stage | startpoint | endpoint | slack [ns] | cells past startpoint |
|---|---|---|---|---|
| 4_1_cts | rst | cs_i_n | 2.80 | 4 |
| 5_1_grt | rst | cs_i_n | 2.73 | 4 |
| 6_report | rst | cs_i_n | 2.82 | 4 |
No activity file was given, so power comes from the tool's default toggle rates.
