**./config.mk**
```make
export PLATFORM = sky130hd
export DESIGN_NAME = EX_MEM
export DESIGN_NICKNAME = EX_MEM
export VERILOG_FILES = /design/flow/design.v
export SDC_FILE = /design/flow/constraint.sdc
export NUM_CORES = 4
export LEC_CHECK = 1
export CORE_UTILIZATION = 30
```
**./run.sh**
```bash
#!/bin/bash
# OpenROAD 26Q1-2900-gdf79404cd8, Yosys 0.63+post, stock flow scripts
make -C /OpenROAD-flow-scripts/flow DESIGN_CONFIG=/design/flow/config.mk WORK_HOME=/design/flow/orfs finish
```
**./design.v**
```verilog
module EX_MEM (
    input wire clk,
    input wire rst,
    input wire [2:0] func3_EX,
    input wire [4:0] rd_EX,
    input wire [6:0] opcode_EX,
    input wire [31:0] result,
    input wire [31:0] DataStore,
    input wire lt,
    input wire ltu,
    input wire [31:0] PC_EX,
    output reg [2:0] func3_EX_EX_MEM,
    output reg [4:0] rd_EX_EX_MEM,
    output reg [6:0] opcode_EX_EX_MEM,
    output reg [31:0] result_EX_MEM,
    output reg [31:0] DataStore_EX_MEM,
    output reg lt_EX_MEM,
    output reg ltu_EX_MEM,
    output reg [31:0] PC_EX_EX_MEM
);
always @(posedge clk)
begin
    if (!rst)
    begin
        func3_EX_EX_MEM <= 3'd0;
        rd_EX_EX_MEM <= 5'd0;
        opcode_EX_EX_MEM <= 7'd0;
        result_EX_MEM <= 32'd0;
        DataStore_EX_MEM <= 32'd0;
        lt_EX_MEM <= 1'd0;
        ltu_EX_MEM <= 1'd0;
        PC_EX_EX_MEM <= 32'd0;
    end
    else
    begin
        func3_EX_EX_MEM <= func3_EX;
        rd_EX_EX_MEM <= rd_EX;
        opcode_EX_EX_MEM <= opcode_EX;
        result_EX_MEM <= result;
        DataStore_EX_MEM <= DataStore;
        lt_EX_MEM <= lt;
        ltu_EX_MEM <= ltu;
        PC_EX_EX_MEM <= PC_EX;
    end
end
endmodule
```
**./constraint.sdc**
```tcl
current_design EX_MEM

set clk_period 1.0
set clk_io_pct 0.2

create_clock -name clk0 -period $clk_period [get_ports {clk}]

set non_clock_inputs [all_inputs -no_clocks]
set_input_delay [expr $clk_period * $clk_io_pct] -clock clk0 $non_clock_inputs
set_output_delay [expr $clk_period * $clk_io_pct] -clock clk0 [all_outputs]
```
==> flow_summary.ini <==
; generated from flow reports
[power_and_ir_drop]
total_power_mw = 10.8
cellInternalPower_mw = 8.64
pwr-share-clk = 0.477
p_switching_mw = 2.16
pwr-share-seq = 0.445
swShare = 0.200
ir_worst_vdd_mv = 1.42
powerDensity_mw_per_mm2 = 2000
p_leak_nw = 2.50
combPwrFrac = 0.078

[floorplanning]
fp_util = 0.312
io_pins = 228
die_w_microns = 103
dieArea_sq_mm = 0.0107
rows = 36
die_h_microns = 103
core_sq_mm = 0.00986

[logic_synthesis]
ys_ff = 113
avgSynthCellArea_sq_um = 12.9
syn_inst = 238
ys_cells = 238
synth_area_sq_mm = 0.00308
postSynthSeqShare = 0.735
synth.distinct_cells = 4
yosysChipArea_sq_mm = 0.00308
yosysWarnings = 1

[cts]
clock_sinks = 113
cts_inserted_buffers = 17
htree_levels = 4
cts_resized = 357
path_clk_slew_ns = 0.05
cts_tree = yes
postCtsSetupBuffers = 0
root_buffer = clkbuf_8
cts_hold_buf = 0
clock_path_buffers = 2

[routing]
top_layer = met4
wl_per_cell_microns = 12.6
drc = 0
drt_iter0_markers = 28
met2_length_mm = 3.71
ant_nets = 0
dr_total_vias = 2361
wl_met3_mm = 1.17
drt_first_pass_iters = 4
viasPerCell = 3.81
diodes = 0
wl_mm = 7.82
wl_met1_mm = 2.80

[worst_setup_path]
end_kind = output port
arrival_ns = 0.91
cp.required_ns = 0.80
startpoint = lt_EX_MEM
critical_path.max_fanout = 1
cp_num_cells = 1
slowest_stage = dfxtp_2
setup.worst_path.start_class = register
cp_cell_sequence = buf_2
max_stage_delay_ns = 0.30
endpoint = lt_EX_MEM
crit_buf_inv = 1
cpLargestDelayFamily = flip-flops
critPathKind = reg2out

[global_routing]
grt_overflow = 0
antenna_found_initial = 0
track_usage = 0.142
first_global_vias = 2231
grt_pass1_wl_mm = 11.1
grt_max_degree = 61

[outcome]
violations = setup timing
status = complete, but fails checks

[run]
warnings = 27
drv_cap = 0

[sta]
fmax_ghz = 0.904
setup_ws_ns = -0.106
hold_viol_final = 0
slew_headroom = 0.819
setup_tns_ns = -9.42
final-setup-viol-count = 113
tightest_slew_ns = 0.272
rsz0062_at_grt = yes
fin_crit_ns = 1.11
period_used_share = 1.11
slew_violations = 0

[placement]
gp_congestion = 0.725
port_buffers = 227
hpwlAfterDp_mm = 5.69
placed_cell_area_sq_mm = 0.00544

[hold_path]
worst_hold_path.num_cells = 3
hold_path.class = in2reg

[layout]
postLayoutCellArea_sq_mm = 0.00541
synthToLayoutAreaGrowth_pct = 75.7
final_core_util = 0.548
drive_gt1_frac = 0.325
[logic make-up (layout without fill, tap and decap cells)]
kind of cell | Yosys count | count (layout) | share of synthesized area
buf+inv | 12 | 260 | 0.0358
flops | 113 | 113 | 0.735
simple gates | 113 | 113 | 0.230
[power by group through the flow]
stage	registers (mW)	logic, mW	clock network (mW)
CTS	4.80	0.866	5.31
global route	4.82	0.937	5.53
finish	4.80	0.842	5.15
[worst min-delay path by stage]
stage	from	end
CTS	rst	DataStore_EX_MEM[14]
global route	rst	DataStore_EX_MEM[14]
finish	rst	DataStore_EX_MEM[15]
[synthesized netlist by cell type (all sizes together)]
master / count / area share
dfxtp: 113 / 0.73
buf: 12 / 0.036
and2: 113 / 0.23
[sequential cells by signal, summed over array words and instances, names as in the netlist]
signal            cells
DataStore_EX_MEM     32
PC_EX_EX_MEM         32
func3_EX_EX_MEM       3
lt_EX_MEM             1
ltu_EX_MEM            1
opcode_EX_EX_MEM      7
rd_EX_EX_MEM          5
result_EX_MEM        32
[placed cells by master, fill, tap and decap left out, drive strengths merged]
cell type      instances
and2                 113
buf                  116
bufinv                 1
clkbuf                19
clkdlybuf4s50        113
clkinv                 7
clkinvlp               4
dfxtp                113
[layer usage]
metal | global-route usage | up-vias
li1 | - | 1189
met4 | 0.0303 | 0
met3 | 0.0799 | 13
met2 | 0.231 | 150
met5 | 0 | -
met1 | 0.165 | 1009
[stage by stage]
| step | instances | hold WS [ns] | worst slack, ns |
|---|---|---|---|
| after floorplan | 238 | 0.322 | 0.328 |
| after global placement | 588 | 0.725 | 0.00611 |
| after detailed placement | 588 | 0.728 | 0.00875 |
| after CTS | 619 | 0.193 | -0.132 |
| after global routing | 619 | 0.215 | -0.155 |
| final | 619 | 0.206 | -0.106 |
[final cells by class]
cell class	instances	area, sq um
fill	854	4450
sequential	113	2280
timing repair buffer	229	1740
multi-input combinational	113	707
clock buffer	19	422
tap	133	166
clock inverter	12	95.1
No activity file was given, so power comes from the tool's default toggle rates.
