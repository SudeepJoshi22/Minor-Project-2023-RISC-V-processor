$ cat ./design.v
`timescale 1ns / 1ps
`default_nettype none
module EX(
input wire clk,
input wire rst,
input wire [31:0] Read1,
input wire [31:0] Read2,
input wire [31:0] immOut,
input wire [31:0] PC,
input wire [31:0] PC_4,
input wire [3:0] alu_ctrl,
input wire [2:0] func3,
input wire [6:0] opcode,
input wire su,
input wire [1:0] whb,
input wire [1:0] wos,
output wire [31:0] result,
output wire [31:0] Data_store,
output wire PC_src,
output wire jalr,
output wire lt,
output wire ltu,
output wire su_EX,
output wire [1:0] whb_EX,
output wire [1:0] wos_EX,
output wire [6:0] opcode_EX,
output wire [31:0] immOut_EX,
output wire [31:0] PC_4_EX
);
wire [31:0] Ai,Bi;
wire zero,boj;
assign PC_4_EX = PC_4;
assign su_EX = su;
assign whb_EX = whb;
assign wos_EX = wos;
assign opcode_EX = opcode;
assign immOut_EX = immOut;
assign Data_store = Read2;
assign Ai = ( opcode == 7'b1101111 || opcode == 7'b0010111 ) ? PC : Read1;   
assign Bi = ( opcode == 7'b0110011 || opcode == 7'b1100011 ) ? Read2 : immOut;  
assign boj = (( opcode == 7'b1100011) || (opcode == 7'b1101111) || (opcode == 7'b1100111 ))? 1'b1:1'b0;
assign jalr = ( opcode == 7'b1100111 )? 1'b1: 1'b0;
alu ALU(
Ai,
Bi,
alu_ctrl,
result,
zero,
lt,
ltu
);
PC_src BRANCH_JUMP(
boj,
zero,
lt,
ltu,
func3,
opcode,
PC_src);
endmodule
`timescale 1ns / 1ps
`default_nettype none
module PC_src(
input wire boj,
input wire zero,
input wire lt,
input wire ltu,
input wire [2:0] func3,
input wire [6:0] opcode,
output reg PC_src);
always @(*)
begin
    if(boj == 1)
    begin
        if(opcode == 7'b1101111 || opcode == 7'b1100111)
            PC_src <= 1;
        else 
        begin
            case(func3)
                3'b000: begin
                         if(zero==1)
                            PC_src<=1;
                         else
                            PC_src<=0;
                     end
                3'b001:begin
                        if(zero==0)
                            PC_src<=1;
                        else
                            PC_src<=0;
                    end
                3'b100:begin
                        if(lt==1)
                            PC_src<=1;
                        else
                            PC_src<=0;
                    end
                3'b101:begin
                        if(zero==1 || lt!=1)
                            PC_src<=1;
                        else
                            PC_src<=0;
                    end
                3'b110:begin
                         if(ltu==1)
                            PC_src<=1;
                         else
                            PC_src<=0;
                     end
                3'b111:begin
                         if(zero==1 || ltu!=1)
                            PC_src<=1;
                         else
                            PC_src<=0;
                     end
                default:
                            PC_src<=0;
            endcase
        end
    end
    else 
       PC_src<=0;
end
endmodule
`timescale 1ns / 1ps
`default_nettype none
module alu(
input wire signed [31:0] A,
input wire signed [31:0] B,
input wire [3:0] alu_ctrl,
output reg signed [31:0] result,
output wire zero,
output wire lt,
output wire ltu
);
reg signed [32:0] AU,BU,resultu;
assign zero = (result == 0)? 1 : 0;
assign lt = (result < 0 )? 1 : 0;
assign ltu = (resultu < 0 )? 1 : 0;
always @(*)  
begin
    AU <= {1'b0, A};
    BU <= {1'b0, B};
end
always @(*)
begin
    case(alu_ctrl)        
        4'b0000:
            result <= A + B;
        4'b0001:
	begin
	    result <= A - B;
	    resultu <= AU - BU;
	end
        4'b0010:
            result <= A & B;
        4'b0100:
            result <= A | B;
        4'b1000:
            result <= A ^ B;
        4'b1001:
            result <= A >> B[4:0];  
        4'b1010:
            result <= A << B[4:0];  
        4'b1100:
            result <= A >>> B[4:0];
        4'b1101:
            result <= B;  
        default:
            result <= 32'bz;
    endcase
end
endmodule
$ cat ./run.sh
#!/bin/bash
# OpenROAD 26Q1-2900-gdf79404cd8, Yosys 0.63+post, stock flow scripts
make -C /OpenROAD-flow-scripts/flow DESIGN_CONFIG=/design/flow/config.mk WORK_HOME=/design/flow/orfs finish
$ cat ./config.mk
export PLATFORM = sky130hd
export DESIGN_NAME = EX
export DESIGN_NICKNAME = EX
export VERILOG_FILES = /design/flow/design.v
export SDC_FILE = /design/flow/constraint.sdc
export NUM_CORES = 4
export LEC_CHECK = 1
export CORE_AREA = 10 10 217 217
export DIE_AREA = 0 0 227 227
$ cat ./constraint.sdc
current_design EX

set clk_period 38.6
set clk_io_pct 0.2

create_clock -name clk0 -period $clk_period

set non_clock_inputs [all_inputs -no_clocks]
set_input_delay [expr $clk_period * $clk_io_pct] -clock clk0 $non_clock_inputs
set_output_delay [expr $clk_period * $clk_io_pct] -clock clk0 [all_outputs]
==> flow_metrics.env <==
# implementation run metrics
export IMPL_syn_area_mm2=0.0134
export IMPL_grt_usage_pct=30.6
export IMPL_drv_slew=0
export IMPL_swShare_pct=61.6
export IMPL_hold_path_depth=0
export IMPL_edf_count=0
export IMPL_ant_nets=0
export IMPL_ys_cells=2036
export IMPL_firstDrtPassIters=6
export IMPL_whs_endpoint="PC_4_EX[0]"
export IMPL_fin_tns_setup_ps=0
export IMPL_top_register="ALU.resultu"
export IMPL_die_area_mm2=0.0515
export IMPL_hold_path_class="in2out"
export IMPL_required_ps=30880
export IMPL_ys_async_sr_fraction_pct=0
export IMPL_pin_count=325
export IMPL_run_status="finished clean"
export IMPL_topCellsByArea="ha_1, buf_4, nand2_1"
export IMPL_hold_violations=0
export IMPL_critPathKind="in2out"
export IMPL_drt_initial_drc_count=2710
export IMPL_unclocked_pins=1
export IMPL_largest_register_ffs=1
export IMPL_num_fill_cells=4396
export IMPL_timing_final_crit_share_pct=65.6
export IMPL_synth_xor_area_share_pct=3.38
export IMPL_power_density_mw_per_mm2=16.4
export IMPL_syn_inst=2036
export IMPL_leakage_nw=6.30
export IMPL_place_area_mm2=0.0157
export IMPL_die_h_um=227
export IMPL_cp_arrival_ps=17590
export IMPL_net_switching_power_w=0.000159
export IMPL_yosys_area_top_type="ha_1"
export IMPL_relSlewSlack_pct=26.3
export IMPL_grt_max_degree=73
export IMPL_avgRoutedWirePerCell_um=30.8
export IMPL_ys_area_mm2=0.0134
export IMPL_ff_type="dlxtp_1"
export IMPL_postCtsSetupBuffers=0
export IMPL_grt_pass1_wl_mm=116
export IMPL_drv_cap=0
export IMPL_min_from="PC_4[0]"
export IMPL_cts_resized=0
export IMPL_slowest_stage="nor3_1"
export IMPL_area_growth_synth_to_final_pct=16.7
export IMPL_place_ws_ps=13720
export IMPL_antenna_found_initial=1
export IMPL_top_area_share_pct=11.9
export IMPL_synth_cell_types=96
export IMPL_vdd_ir_drop_max_v=0.00000672
export IMPL_ys_sh_adder_pct=12.1
export IMPL_postSynthAreaPerCell_um2=6.60
export IMPL_crit_top_cell="buf_4"
export IMPL_drt_wl_total_mm=80.8
export IMPL_via_count=17600
export IMPL_viasPerCell=6.70
export IMPL_coreArea_mm2=0.0421
export IMPL_ys_sh_aoi_pct=40.5
export IMPL_worst_slew_pin_slew_ps=1110
export IMPL_max_freq_ghz=0.0395
export IMPL_power_internal_w=0.0000990
export IMPL_fin_area_mm2=0.0157
export IMPL_common_cells="nand2_1, ha_1, nor2_1"
export IMPL_slowest_delay_ps=920
export IMPL_warnings=99
export IMPL_unconstrained_endpoints=2
export IMPL_grt_pass1_vias=16500
export IMPL_endpoint_kind="output port"
export IMPL_min_period_ps=25310
export IMPL_final_layout_size_suffix_gt1_share_pct=6.38
export IMPL_ctsHoldBuffers=0
export IMPL_rows=75
export IMPL_top_cell="nand2_1"
export IMPL_port_buffers=249
export IMPL_synth_area_mux_share_pct=7.35
export IMPL_fp_util_pct=31.9
export IMPL_synth_flops=1
export IMPL_rsz0062_at_grt="false"
export IMPL_ys_sh_simple_pct=21.7
export IMPL_top_regs="ALU.resultu: 1 flops"
export IMPL_drc=0
export IMPL_setup_slack_ps=13290
export IMPL_place_gp_congestion=1.05
export IMPL_grt_overflow=0
export IMPL_dpl_hpwl_mm=63.9
export IMPL_dieWidth_um=227
export IMPL_crit_fanout=61
export IMPL_ys_warn_count=3
export IMPL_worst_setup_path_start_kind="input port"
export IMPL_total_power_w=0.000258
export IMPL_setup_violations=0
export IMPL_topCombFamilyByArea="AND-OR/OR-AND gates"
metrics by stage:
step	instances	hold slack, ps	util, %
2_1_floorplan	2036	15450	-
5_1_grt	2623	15440	37.2
3_5_place_dp	2623	15440	37.2
4_1_cts	2623	15440	37.2
3_3_place_gp	2623	15440	37.2
6_report	2624	15440	37.2
layout make-up:
type                            instances  area [um2]  area share (%)
Multi-Input combinational cell       1643       11500            73.5
Timing Repair Buffer                  318        3010            19.2
Sequential cell                         1        15.0          0.0957
Inverter                              122         460            2.93
Tap cell                              539         674            4.30
Antenna cell                            1        2.50          0.0159
logic make-up (layout without fill, tap and decap cells):
logic type                 after synthesis  in the layout
AOI/OAI and AO/OA                      780            780
and+or+nand+nor                        603            603
buffers and inverters                  392            440
adders and majority gates              129            129
muxes                                   80             80
xor gates and xnor gates                51             51
latches                                  1              1
other                                    0              1
worst max path at each step:
stage	start	endpoint	slack, ps	cells after the start
6_report	opcode[3]	PC_src	13290	28
5_1_grt	opcode[6]	PC_src	13140	28
4_1_cts	opcode[6]	PC_src	13690	28
power groups by stage:
stage    combinational, W  clock, W  sequential, W
4_1_cts          0.000250         0   0.0000000832
5_1_grt          0.000273         0   0.0000000807
cells in the final DEF, fill, tap and decap left out, types with 9 or more instances in the layout:
master           count
nor4_1              11
a32oi_1             71
a22oi_1             72
a311oi_1            15
and3_1              18
nor2_1             125
nand4_1             29
or3_1               15
a211oi_1            23
a21o_1              16
o22ai_1             12
o211ai_1            43
nand2b_1            16
a21boi_0            10
buf_4               69
a21oi_1            124
ha_1               128
a2111oi_0            9
mux2_2              10
o21ai_0            120
and2_1              11
xnor2_1             42
a221oi_1            36
inv_1              115
nor3_1              38
nand3_1            110
o21ai_1             22
mux4_2              13
nand2_1            182
nand3b_1             9
o221ai_1            17
clkdlybuf4s50_1    249
a31oi_1             70
mux2i_1             53
per-layer routing:
| metal | track usage (%) | wire [um] | vias to the layer above |
|---|---|---|---|
| met5 | 0.976 | 67 | - |
| met4 | 13.7 | 4350 | 2 |
| met3 | 9.77 | 9900 | 190 |
| met2 | 45.1 | 34400 | 1186 |
| met1 | 40.2 | 32100 | 8341 |
| li1 | - | - | 7852 |
worst max-delay path: cells and delay by family:
family / cells / cell delay (ps)
adders and majority gates: 1 / 410
xor gates and xnor gates: 2 / 280
buffers and inverters: 6 / 2500
AOI/OAI and AO/OA: 10 / 2830
and+or+nand+nor: 9 / 3810
No activity file was given, so power comes from the tool's default toggle rates.
