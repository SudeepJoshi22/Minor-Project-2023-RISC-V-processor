===== /design/flow/design.v =====
`timescale 1ns / 1ps
module reg_file_i(
input clk,RegWrite,rst,
input [4:0] ReadAddr1,ReadAddr2,WriteAddr,
input [31:0] WriteData,
output [31:0]  ReadData1,ReadData2
);
reg [31:0] reg_file[31:0];
always @(posedge clk, negedge rst)
begin
    if(!rst)
    begin
        reg_file[0] <=32'd0;
        reg_file[1] <=32'd0;
        reg_file[2] <=32'd0;
        reg_file[3] <=32'd0;
        reg_file[4] <=32'd0;
        reg_file[5] <=32'd0;
        reg_file[6] <=32'd0;
        reg_file[7] <=32'd0;
        reg_file[8] <=32'd0;
        reg_file[9] <=32'd0;
        reg_file[10] <=32'd0;
        reg_file[11] <=32'd0;
        reg_file[12] <=32'd0;
        reg_file[13] <=32'd0;
        reg_file[14] <=32'd0;
        reg_file[15] <=32'd0;
        reg_file[16] <=32'd0;
        reg_file[17] <=32'd0;
        reg_file[18] <=32'd0;
        reg_file[19] <=32'd0;
        reg_file[20] <=32'd0;
        reg_file[21] <=32'd0;
        reg_file[22] <=32'd0;
        reg_file[23] <=32'd0;
        reg_file[24] <=32'd0;
        reg_file[25] <=32'd0;
        reg_file[26] <=32'd0;
        reg_file[27] <=32'd0;
        reg_file[28] <=32'd0;
        reg_file[29] <=32'd0;
        reg_file[30] <=32'd0;
        reg_file[31] <=32'd0;
    end
    else if(RegWrite) reg_file[WriteAddr] <= WriteData;
end
assign ReadData1 = reg_file[ReadAddr1]; 
assign ReadData2 = reg_file[ReadAddr2];
endmodule

===== /design/flow/config.mk =====
export PLATFORM = sky130hd
export DESIGN_NAME = reg_file_i
export DESIGN_NICKNAME = reg_file_i
export VERILOG_FILES = /design/flow/design.v
export SDC_FILE = /design/flow/constraint.sdc
export NUM_CORES = 4
export LEC_CHECK = 1
export CORE_UTILIZATION = 30

===== /design/flow/constraint.sdc =====
current_design reg_file_i

set clk_period 7.5
set clk_io_pct 0.2

create_clock -name clk0 -period $clk_period [get_ports {clk}]

set non_clock_inputs [all_inputs -no_clocks]
set_input_delay [expr $clk_period * $clk_io_pct] -clock clk0 $non_clock_inputs
set_output_delay [expr $clk_period * $clk_io_pct] -clock clk0 [all_outputs]

===== /design/flow/run.sh =====
#!/bin/bash
# OpenROAD 26Q1-2900-gdf79404cd8, Yosys 0.63+post, stock flow scripts
make -C /OpenROAD-flow-scripts/flow DESIGN_CONFIG=/design/flow/config.mk WORK_HOME=/design/flow/orfs finish

==> results.yml <==
# generated from flow reports
finish:
  registers.top_by_ff_count: "reg_file"
  reg.largest.list: "reg_file: 1024 flops"
  final-seq-area_mm2: 0.0256
  finalInstanceArea_mm2: 0.0615
  area_growth_syn_to_layout_pct: 18.3
  layout.cells.most_common_list: "sky130_fd_sc_hd__mux2_2 (1043), sky130_fd_sc_hd__dfrtp_1 (1024), sky130_fd_sc_hd__a22oi_1 (702)"
  multi_input_comb_area_mm2: 0.0250
  fillCellCount: 16700
  largest_register_ff_count: 1024
  drive_above_1_share_pct: 36.1
  layout.cells.most_common: "sky130_fd_sc_hd__mux2_2"
logic_synthesis:
  netlist.top_cell.by_area: "sky130_fd_sc_hd__dfrtp_1"
  ys_seq_share_pct: 49.3
  yosys_warnings: 2
  main_flop_type_after_synthesis: "sky130_fd_sc_hd__dfrtp_1"
  synth_largest_type_area_fraction_pct: 49.3
  synth_top_area_cells: "sky130_fd_sc_hd__dfrtp_1 (49%), sky130_fd_sc_hd__mux2_2 (23%), sky130_fd_sc_hd__a22oi_1 (10%), sky130_fd_sc_hd__nand2_1 (1.6%), sky130_fd_sc_hd__buf_2 (1.5%)"
  mappedNetlistArea_mm2: 0.0520
  synthesis.area_per_instance_um2: 11.7
  synth-edff-count: 0
  synth.ff_latch_count: 1024
  synth_cell_types: 74
  synth.yosys.chip_area_mm2: 0.0520
  synth_cells: 4451
  async_reset_ff_share_pct: 100
  yosysCellCount: 4451
job:
  drv.max_cap_violation_count: 0
  log.warning_count: 42
global_route:
  gr-total-overflow: 0
  grt_pass1_vias: 46000
  grt_first_pass_wirelength_um: 401000
  maximum_number_of_pins_on_one_net_before_global_route_repair: 121
  grt.total_usage_pct: 34.8
  antenna_found_initial: 24
drt:
  drt.antenna.violating_nets: 0
  routed_wirelength_um: 298000
  route.detailed.vias_per_inst: 6.75
  remaining_drc_errors: 0
  route.vias.total: 47200
  firstDrtPassIters: 9
  drt_iter0_drc: 6513
  wl_per_cell_um: 42.6
pwr:
  power.static_leakage_uw: 0.0262
  clkPwrFrac_pct: 37.7
  comb_power_share_pct: 15.2
  p_seq_share_pct: 47.2
  switching_share_pct: 30.4
  power.density_cell_area_mw_per_mm2: 268
  total_power_of_the_final_layout_uw: 16500
  power.internal_uw: 11500
  total_switching_power_uw: 5020
  peakVddDrop_uv: 222
placement:
  post-dp-hpwl_um: 190000
  place_ws_ps: 897
  gp_congestion: 1.08
  dpl_cell_area_mm2: 0.0574
  portBuffers: 113
clock_network:
  clock_insertion_delay_worst_skew_ps: 790
  cts-buffers-inserted: 114
  cts.repair.resized: 0
  cts_root_buffer: "sky130_fd_sc_hd__clkbuf_16"
  cts_num_sinks: 1024
  cts_tree: "yes"
  ctsHoldBuffers: 0
  cts.reportedPaths.clkPinSlew_ps: 60
  htree_num_levels: 3
  cts_setup_buffers: 0
  worst_case_clock_buffer_depth: 3
timing:
  timing.final.setup_violations: 0
  slew_viol_final: 0
  tightest_slew_ps: 1270
  fin_crit_sh_pct: 92.2
  timing.fmax_mhz: 145
  final_period_minus_worst_setup_slack_ps: 6920
  grt_setup_unrepaired: "false"
  finalSetupTns_ps: 0
  skew_ps: 0
  final-hold-violation-count: 0
  fin_ws_ps: 584
  worst_slew_margin_relative_to_its_limit_pct: 14.4
hold_path:
  whs_path_depth: 1
  min-delay-path-class: "reg2reg"
setup_path:
  setup.worst_path.start_class: "input pin"
  critPathKind: "in2out"
  rr_worst_depth: 1
  crit_path_max_fanout: 20
  timing.critical_path.arrival_ps: 5420
  worst_path_required_ps: 6000
  timing.critical_path.to_type: "primary output"
floorplanning:
  floorplan.io_pins: 114
  die-area_mm2: 0.175
  design.core.area_mm2: 0.172
  floorplanUtilization_pct: 30.3
  die.size.x_um: 418
  die_height_um: 418
  row_count: 152
outcome:
  outcome: "finished clean"
[path summary, 6_finish.rpt]
kind                                   from                to  slack [ps]
max in group asynchronous               rst    reg_file[0][4]        4950
hold / removal              reg_file[2][31]   reg_file[2][31]         530
min in group asynchronous               rst  reg_file[17][29]         720
hold reg to reg             reg_file[2][31]   reg_file[2][31]         530
setup / recovery               ReadAddr2[2]     ReadData2[29]         580
setup reg to reg           reg_file[24][24]  reg_file[24][24]        6560
[stage by stage]
| step | hold WS [ps] | cells | util [%] |
|---|---|---|---|
| finish | 530 | 6997 | 35.8 |
| global route | 544 | 6977 | 35.8 |
| floorplan | 480 | 4451 | - |
| global placement | 511 | 6763 | 33.4 |
| CTS | 531 | 6972 | 35.8 |
| detailed placement | 518 | 6763 | 33.4 |
[critical path, cell delays in order]
cell and delay, ps:
sky130_fd_sc_hd__buf_2 570, sky130_fd_sc_hd__buf_4 360, sky130_fd_sc_hd__nor2b_2 790, sky130_fd_sc_hd__buf_4 430, sky130_fd_sc_hd__a22oi_1 150, sky130_fd_sc_hd__o32ai_1 530
sky130_fd_sc_hd__a211oi_1 250, sky130_fd_sc_hd__a21oi_1 230, sky130_fd_sc_hd__clkdlybuf4s50_1 560
[layout make-up]
cell class | instances | area share, %
Multi-Input combinational cell | 2987 | 40.6
Antenna cell | 25 | 0.102
Clock inverter | 62 | 1.49
Clock buffer | 147 | 5.11
Tap cell | 2310 | 4.70
Timing Repair Buffer | 435 | 6.37
Inverter | 7 | 0.0427
Sequential cell | 1024 | 41.6
[power by group through the flow]
stage / Sequential (uW) / Clock (uW) / Combinational (uW)
after global routing: 7860 / 6420 / 2630
final: 7780 / 6220 / 2500
after CTS: 7710 / 6230 / 2450
[synth_stat cells, drive strengths merged, types with 14 or more instances]
| cell | instances |
|---|---|
| buf | 235 |
| nand2 | 228 |
| nand4 | 101 |
| dfrtp | 1024 |
| and3 | 15 |
| nand3b | 14 |
| nor2 | 197 |
| nor4 | 32 |
| a22o | 48 |
| a22oi | 702 |
| o21ai | 46 |
| a32oi | 21 |
| a222oi | 27 |
| clkbuf | 198 |
| nand3 | 58 |
| mux2 | 1047 |
| mux2i | 66 |
| nor2b | 17 |
| a21oi | 98 |
| a221oi | 17 |
| a31oi | 22 |
| nor3 | 75 |
[metal layers]
layer	up-vias	track usage (%)	wire (um)
met1	23700	41.2	101000
met3	1650	22.6	50600
met2	4496	45.6	117000
li1	17400	-	-
met4	46	24.2	29000
met5	-	0.917	570
[cells by family after synthesis]
kind of cell / synth area share, %
AOI/OAI and AO/OA: 15.3
and+or+nand+nor: 7.58
muxes: 24.0
buffers and inverters: 3.82
DFF: 49.3
No activity file was given, so power comes from the tool's default toggle rates.
